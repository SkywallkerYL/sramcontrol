==> /design/flow/design.v <==
interface write_interface(input logic clock, input logic reset);
logic valid;
logic [7:0] data;  
logic ready;
logic sop;
logic eop;
endinterface
interface read_interface(input logic clock, input logic reset);
logic valid;
logic [7:0] data;  
logic ready;
logic sop;
logic eop;
endinterface
module crc(
    input [7:0] data_in,
    input crc_en,
    output [31:0] crc_out,
    input rst,
    input clk);
    reg [31:0] lfsr_q,lfsr_c;
    assign crc_out = lfsr_q;
    always @(*) begin
      lfsr_c[0] = lfsr_q[24] ^ lfsr_q[30] ^ data_in[0] ^ data_in[6];
      lfsr_c[1] = lfsr_q[24] ^ lfsr_q[25] ^ lfsr_q[30] ^ lfsr_q[31] ^ data_in[0] ^ data_in[1] ^ data_in[6] ^ data_in[7];
      lfsr_c[2] = lfsr_q[24] ^ lfsr_q[25] ^ lfsr_q[26] ^ lfsr_q[30] ^ lfsr_q[31] ^ data_in[0] ^ data_in[1] ^ data_in[2] ^ data_in[6] ^ data_in[7];
      lfsr_c[3] = lfsr_q[25] ^ lfsr_q[26] ^ lfsr_q[27] ^ lfsr_q[31] ^ data_in[1] ^ data_in[2] ^ data_in[3] ^ data_in[7];
      lfsr_c[4] = lfsr_q[24] ^ lfsr_q[26] ^ lfsr_q[27] ^ lfsr_q[28] ^ lfsr_q[30] ^ data_in[0] ^ data_in[2] ^ data_in[3] ^ data_in[4] ^ data_in[6];
      lfsr_c[5] = lfsr_q[24] ^ lfsr_q[25] ^ lfsr_q[27] ^ lfsr_q[28] ^ lfsr_q[29] ^ lfsr_q[30] ^ lfsr_q[31] ^ data_in[0] ^ data_in[1] ^ data_in[3] ^ data_in[4] ^ data_in[5] ^ data_in[6] ^ data_in[7];
      lfsr_c[6] = lfsr_q[25] ^ lfsr_q[26] ^ lfsr_q[28] ^ lfsr_q[29] ^ lfsr_q[30] ^ lfsr_q[31] ^ data_in[1] ^ data_in[2] ^ data_in[4] ^ data_in[5] ^ data_in[6] ^ data_in[7];
      lfsr_c[7] = lfsr_q[24] ^ lfsr_q[26] ^ lfsr_q[27] ^ lfsr_q[29] ^ lfsr_q[31] ^ data_in[0] ^ data_in[2] ^ data_in[3] ^ data_in[5] ^ data_in[7];
      lfsr_c[8] = lfsr_q[0] ^ lfsr_q[24] ^ lfsr_q[25] ^ lfsr_q[27] ^ lfsr_q[28] ^ data_in[0] ^ data_in[1] ^ data_in[3] ^ data_in[4];
      lfsr_c[9] = lfsr_q[1] ^ lfsr_q[25] ^ lfsr_q[26] ^ lfsr_q[28] ^ lfsr_q[29] ^ data_in[1] ^ data_in[2] ^ data_in[4] ^ data_in[5];
      lfsr_c[10] = lfsr_q[2] ^ lfsr_q[24] ^ lfsr_q[26] ^ lfsr_q[27] ^ lfsr_q[29] ^ data_in[0] ^ data_in[2] ^ data_in[3] ^ data_in[5];
      lfsr_c[11] = lfsr_q[3] ^ lfsr_q[24] ^ lfsr_q[25] ^ lfsr_q[27] ^ lfsr_q[28] ^ data_in[0] ^ data_in[1] ^ data_in[3] ^ data_in[4];
      lfsr_c[12] = lfsr_q[4] ^ lfsr_q[24] ^ lfsr_q[25] ^ lfsr_q[26] ^ lfsr_q[28] ^ lfsr_q[29] ^ lfsr_q[30] ^ data_in[0] ^ data_in[1] ^ data_in[2] ^ data_in[4] ^ data_in[5] ^ data_in[6];
      lfsr_c[13] = lfsr_q[5] ^ lfsr_q[25] ^ lfsr_q[26] ^ lfsr_q[27] ^ lfsr_q[29] ^ lfsr_q[30] ^ lfsr_q[31] ^ data_in[1] ^ data_in[2] ^ data_in[3] ^ data_in[5] ^ data_in[6] ^ data_in[7];
      lfsr_c[14] = lfsr_q[6] ^ lfsr_q[26] ^ lfsr_q[27] ^ lfsr_q[28] ^ lfsr_q[30] ^ lfsr_q[31] ^ data_in[2] ^ data_in[3] ^ data_in[4] ^ data_in[6] ^ data_in[7];
      lfsr_c[15] = lfsr_q[7] ^ lfsr_q[27] ^ lfsr_q[28] ^ lfsr_q[29] ^ lfsr_q[31] ^ data_in[3] ^ data_in[4] ^ data_in[5] ^ data_in[7];
      lfsr_c[16] = lfsr_q[8] ^ lfsr_q[24] ^ lfsr_q[28] ^ lfsr_q[29] ^ data_in[0] ^ data_in[4] ^ data_in[5];
      lfsr_c[17] = lfsr_q[9] ^ lfsr_q[25] ^ lfsr_q[29] ^ lfsr_q[30] ^ data_in[1] ^ data_in[5] ^ data_in[6];
      lfsr_c[18] = lfsr_q[10] ^ lfsr_q[26] ^ lfsr_q[30] ^ lfsr_q[31] ^ data_in[2] ^ data_in[6] ^ data_in[7];
      lfsr_c[19] = lfsr_q[11] ^ lfsr_q[27] ^ lfsr_q[31] ^ data_in[3] ^ data_in[7];
      lfsr_c[20] = lfsr_q[12] ^ lfsr_q[28] ^ data_in[4];
      lfsr_c[21] = lfsr_q[13] ^ lfsr_q[29] ^ data_in[5];
      lfsr_c[22] = lfsr_q[14] ^ lfsr_q[24] ^ data_in[0];
      lfsr_c[23] = lfsr_q[15] ^ lfsr_q[24] ^ lfsr_q[25] ^ lfsr_q[30] ^ data_in[0] ^ data_in[1] ^ data_in[6];
      lfsr_c[24] = lfsr_q[16] ^ lfsr_q[25] ^ lfsr_q[26] ^ lfsr_q[31] ^ data_in[1] ^ data_in[2] ^ data_in[7];
      lfsr_c[25] = lfsr_q[17] ^ lfsr_q[26] ^ lfsr_q[27] ^ data_in[2] ^ data_in[3];
      lfsr_c[26] = lfsr_q[18] ^ lfsr_q[24] ^ lfsr_q[27] ^ lfsr_q[28] ^ lfsr_q[30] ^ data_in[0] ^ data_in[3] ^ data_in[4] ^ data_in[6];
      lfsr_c[27] = lfsr_q[19] ^ lfsr_q[25] ^ lfsr_q[28] ^ lfsr_q[29] ^ lfsr_q[31] ^ data_in[1] ^ data_in[4] ^ data_in[5] ^ data_in[7];
      lfsr_c[28] = lfsr_q[20] ^ lfsr_q[26] ^ lfsr_q[29] ^ lfsr_q[30] ^ data_in[2] ^ data_in[5] ^ data_in[6];
      lfsr_c[29] = lfsr_q[21] ^ lfsr_q[27] ^ lfsr_q[30] ^ lfsr_q[31] ^ data_in[3] ^ data_in[6] ^ data_in[7];
      lfsr_c[30] = lfsr_q[22] ^ lfsr_q[28] ^ lfsr_q[31] ^ data_in[4] ^ data_in[7];
      lfsr_c[31] = lfsr_q[23] ^ lfsr_q[29] ^ data_in[5];
    end  
    always @(posedge clk) begin
      if(rst) begin
        lfsr_q <= {32{1'b1}};
      end
      else begin
        lfsr_q <= crc_en ? lfsr_c : lfsr_q;
      end
    end  
  endmodule  
==> /design/flow/run.sh <==
#!/bin/bash
# OpenROAD 26Q1-2900-gdf79404cd8, Yosys 0.63+post, stock flow scripts
make -C /OpenROAD-flow-scripts/flow DESIGN_CONFIG=/design/flow/config.mk WORK_HOME=/design/flow/orfs finish
==> /design/flow/config.mk <==
export PLATFORM = sky130hd
export DESIGN_NAME = crc
export DESIGN_NICKNAME = crc
export VERILOG_FILES = /design/flow/design.v
export SDC_FILE = /design/flow/constraint.sdc
export NUM_CORES = 4
export LEC_CHECK = 1
export CORE_UTILIZATION = 40
==> /design/flow/constraint.sdc <==
current_design crc

set clk_period 2.3
set clk_io_pct 0.2

create_clock -name clk0 -period $clk_period [get_ports {clk}]

set non_clock_inputs [all_inputs -no_clocks]
set_input_delay [expr $clk_period * $clk_io_pct] -clock clk0 $non_clock_inputs
set_output_delay [expr $clk_period * $clk_io_pct] -clock clk0 [all_outputs]
==> impl_metrics.json <==
{
  "dpl_cell_area_mm2": 0.00264,
  "ys.flops": 32,
  "yosys_warnings": 1,
  "routed_wl_um": 4150,
  "r2r_cells": 4,
  "p_per_area_mw_per_mm2": 1400,
  "cts_tree": "yes",
  "first_global_vias": 1332,
  "p_sw_mw": 1.18,
  "path_common_cell": "xnor3_1",
  "clk_pin_slew_worst_paths_ns": 0.06,
  "finalWorstSetupSlack_ns": 0.260,
  "drc_errors": 0,
  "clkPwrFrac": 0.101,
  "combPwrFrac": 0.656,
  "skew_ns": 0.00387,
  "grt_pass1_wl_um": 6730,
  "chipArea_mm2": 0.00527,
  "hold_path.class": "flip-flop to flip-flop",
  "grt.overflow.total": 0,
  "critPathMaxStageDelay_ns": 0.54,
  "drive_gt1_frac": 0.175,
  "worst_pin_slew_ns": 0.644,
  "min_to": "lfsr_q[0]",
  "cts.hold.buffers_added": 0,
  "hpwl_um": 3110,
  "synth_stat.cells": 169,
  "grt_max_degree": 28,
  "min_from": "lfsr_q[0]",
  "lay_top_cells": "clkdlybuf4s50_1 (42), dfxtp_1 (32), xnor2_1 (21), buf_4 (21)",
  "largest_register_ffs": 32,
  "via_per_inst": 4.80,
  "final_cells": 295,
  "drv_cap": 0,
  "fin_util": 0.569,
  "rsz0062_at_grt": "false",
  "h-tree-depth": 2,
  "yosys_area_mm2": 0.00199,
  "timing.fmax_ghz": 0.490,
  "post-place-cells": 290,
  "fin_crit_ns": 2.04,
  "timing.hold.ws_ns": 0.509,
  "yosys.cell_types.count": 20,
  "syn_area_per_cell_um2": 11.8,
  "clock-root-buffer": "clkbuf_8",
  "yosysTopAreaCell": "dfxtp_1",
  "setup_tns_ns": 0,
  "drt_iter0_drc": 88,
  "largest_register": "lfsr_q",
  "power.internal_mw": 2.60,
  "coreArea_mm2": 0.00475,
  "finalPower_mw": 3.78,
  "p_sw_frac": 0.313,
  "track_usage": 0.173,
  "ff2ff_setup_slack_ns": 0.53,
  "grt_use_met1": 0.283,
  "r2r-start": "lfsr_q[31]",
  "top_cell_area_share": 0.321,
  "path_cells": "clkdlybuf4s50_1, xor2_4, xnor3_1, xnor3_1, a21oi_1",
  "ant_nets": 0,
  "path_class": "input pin to flip-flop",
  "antenna_found_initial": 0,
  "netlist_area_mm2": 0.00199,
  "wl_per_cell_um": 14.1,
  "cts_made_buffers": 5,
  "busiest_layer": "met1",
  "rows": 25,
  "fin_area_mm2": 0.00271,
  "reg_top3": "lfsr_q x32",
  "antenna_cells": 0,
  "gr-usage-met3": 0.0364,
  "area_delta_synth_final_pct": 35.8,
  "max-slew-margin-rel": 0.568,
  "cts_buffer_depth": 2,
  "crit_path_end_kind": "flip-flop",
  "outcome": "finished clean",
  "r2r-end": "lfsr_q[5]",
  "hold_violations": 0,
  "warnings": 25,
  "fin_crit_sh": 0.887,
  "clock_sinks": 32,
  "use_met2": 0.260,
  "setup_viol": 0,
  "clock.latency.late_pin_ns": 0.28,
  "preCtsSetupSlack_ns": -0.0229,
  "hold_depth": 1,
  "gp_congestion": 0.852,
  "post_cts_buffers": 0,
  "vdd_drop_max_mv": 0.690,
  "synth_seq_share": 0.321,
  "start_kind": "input pin",
  "io_buffers": 42,
  "initial_utilization": 0.419,
  "required_ns": 2.50,
  "worstPathMaxFanout": 4,
  "p_seq_frac": 0.243,
  "vias": 1415,
  "die_w_um": 72.6,
  "cp_slowest_cell": "clkdlybuf4s50_1",
  "syn_inst": 169,
  "first_pass_iters": 4,
  "topCellsByArea": "dfxtp_1 (32%), xnor3_1 (17%), xnor2_1 (9.2%), a211o_1 (7.0%), xnor2_2 (5.7%)",
  "layout_top_cell": "clkdlybuf4s50_1",
  "p_leak_nw": 1.17,
  "slew_viol_final": 0,
  "io_pins": 43,
  "critPathArrivalTime_ns": 2.24,
  "cts_resized": 0,
  "die_h_um": 72.6
}
how the worst max path moves through the flow:
stage | endpoint | startpoint
5_1_grt | lfsr_q[3] | data_in[1]
6_report | lfsr_q[5] | data_in[7]
4_1_cts | lfsr_q[3] | data_in[1]
kinds of logic after synthesis:
group	synth area share
xor+xnor	0.462
compound gates	0.138
flops	0.321
simple gates	0.0583
buf+inv	0.0207
power by group through the flow:
stage / Combinational (mW) / Clock [mW] / Sequential (mW)
5_1_grt: 2.69 / 0.418 / 0.944
6_report: 2.48 / 0.383 / 0.918
4_1_cts: 2.51 / 0.397 / 0.922
per-layer routing:
layer	wire length (um)	part of all wire
met1	2030	0.49
met2	1830	0.44
met3	260	0.063
met4	38	0.0092
met5	0	0
Yosys cell counts:
cell and count:
dfxtp_1 32, xnor2_1 21, a211o_1 16, a21oi_1 16, xnor3_1 15, nor2b_1 11
xor2_1 10, clkbuf_1 8, o21ai_0 7, xnor2_2 7, nor2_1 6, nor3_1 5
o21ai_1 4, buf_1 2, xnor2_4 2, xor2_4 2, xor3_1 2, inv_1 1
xnor3_2 1, xor2_2 1
area by class of cell:
type                            instances  area (um^2)
Fill cell                             410         2050
Clock buffer                            5         68.8
Multi-Input combinational cell        126         1310
Inverter                                1         3.75
Timing Repair Buffer                   64          598
Tap cell                               67         83.8
Sequential cell                        32          641
critical path, delay by kind of cell:
kind / cells / cell delay [ns]
xor gates and xnor gates: 3 / 1.04
buffers and inverters: 1 / 0.54
AOI/OAI and AO/OA: 1 / 0.18
No activity file was given, so power comes from the tool's default toggle rates.
