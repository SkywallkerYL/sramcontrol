### /design/flow/run.sh
#!/bin/bash
# OpenROAD 26Q1-2900-gdf79404cd8, Yosys 0.63+post, stock flow scripts
make -C /OpenROAD-flow-scripts/flow DESIGN_CONFIG=/design/flow/config.mk WORK_HOME=/design/flow/orfs finish
### /design/flow/constraint.sdc
current_design asyn_fifo

set clk_period 5.4
set clk_io_pct 0.2

create_clock -name clk0 -period $clk_period [get_ports {rclk}]
create_clock -name clk1 -period $clk_period [get_ports {wclk}]

set non_clock_inputs [all_inputs -no_clocks]
set_input_delay [expr $clk_period * $clk_io_pct] -clock clk0 $non_clock_inputs
set_output_delay [expr $clk_period * $clk_io_pct] -clock clk0 [all_outputs]
### /design/flow/design.v
interface write_interface(input logic clock, input logic reset);
logic valid;
logic [7:0] data;  
logic ready;
logic sop;
logic eop;
endinterface
interface read_interface(input logic clock, input logic reset);
logic valid;
logic [7:0] data;  
logic ready;
logic sop;
logic eop;
endinterface
module asyn_fifo(
    output [8-1:0] rdata,
    output              rempty,
    input               rclk,
    input               rinc,
    input               rrst_n,
    input  [8-1:0] wdata,
    output              wfull,
    input               wclk,
    input               winc,
    input               wrst_n
);
wire [4-1:0] waddr;
wire [4-1:0] raddr;
reg  [4:0]  wptr;
reg  [4:0]  wq2_rptr;
reg  [4:0]  rptr;
reg  [4:0]  rq2_wptr;
fifo_mem U_FIFO_MEM_0(
    .rd_data                        ( rdata                       ),
    .wr_data                        ( wdata                       ),
    .wr_en                          ( winc&!wfull                 ),
    .rd_en                          ( rinc&!rempty                ),
    .wr_clk                         ( wclk                        ),
    .rd_clk                         ( rclk                        ),
    .wr_addr                        ( waddr                     ),
    .rd_addr                        ( raddr                     )
);
gen_waddr U_GEN_WADDR_0(
    .wfull                          ( wfull                         ),
    .waddr                          ( waddr                         ),
    .wptr                           ( wptr                          ),
    .wclk                           ( wclk                          ),
    .winc                           ( winc                          ),
    .wq2_rptr                       ( wq2_rptr                      ),
    .wrst_n                         ( wrst_n                        )
);
gen_raddr U_GEN_RADDR_0(
    .rempty                         ( rempty                        ),
    .raddr                          ( raddr                         ),
    .rptr                           ( rptr                          ),
    .rclk                           ( rclk                          ),
    .rinc                           ( rinc                          ),
    .rq2_wptr                       ( rq2_wptr                      ),
    .rrst_n                         ( rrst_n                        )
);
sync_r2w U_SYNC_R2W_0(
    .wq2_rptr                       ( wq2_rptr                      ),
    .rptr                           ( rptr                          ),
    .wclk                           ( wclk                          ),
    .wrst_n                         ( wrst_n                        )
);
sync_w2r U_SYNC_W2R_0(
    .rq2_wptr                       ( rq2_wptr                      ),
    .wptr                           ( wptr                          ),
    .rclk                           ( rclk                          ),
    .rrst_n                         ( rrst_n                        )
);
endmodule
module fifo_mem(
    output reg [8-1:0] rd_data,     
    input      [8-1:0] wr_data,     
    input                   wr_en,       
    input                   rd_en,       
    input                   wr_clk,      
    input                   rd_clk,      
    input  [4-1:0]  wr_addr,     
    input  [4-1:0]  rd_addr     
);
    reg [8-1:0] mem [16-1:0]; 
    always@(posedge rd_clk) begin
        if(rd_en)
            rd_data <= mem[rd_addr];
    end
    always@(posedge wr_clk) begin
        if(wr_en)
            mem[wr_addr] <= wr_data;
    end
endmodule
module gen_raddr(
    output                     rempty,
    output [4-1:0]     raddr,
    output [4:0]       rptr,     
    input                      rclk,
    input                      rinc,     
    input  [4:0]       rq2_wptr,  
    input                      rrst_n
);
reg [4:0] raddr_bin;  
always@(posedge rclk) begin
    if(!rrst_n)
        raddr_bin <= 'b0;
    else if(rinc && !rempty) begin
        raddr_bin <= raddr_bin +1;
    end 
    else 
        raddr_bin <= raddr_bin;
end
assign raddr = raddr_bin[4-1:0];
assign rptr = raddr_bin ^ (raddr_bin >> 1);
assign rempty = rptr == rq2_wptr;
endmodule
module gen_waddr(
    output                     wfull,
    output     [4-1:0] waddr,
    output     [4:0]   wptr,     
    input                      wclk,
    input                      winc,     
    input      [4:0]   wq2_rptr,
    input                      wrst_n
);
reg [4:0] waddr_bin;  
always@(posedge wclk) begin
    if(!wrst_n)
        waddr_bin <= 'b0;
    else if(winc && !wfull) begin
        waddr_bin <= waddr_bin +1;
    end 
    else 
        waddr_bin <= waddr_bin;
end
assign waddr = waddr_bin[4-1:0];
assign wptr = waddr_bin ^ (waddr_bin >> 1);
assign wfull = (wptr == {~wq2_rptr[4],~wq2_rptr[4-1],wq2_rptr[4-2:0]});
endmodule
module sync_r2w (
    output reg [4:0] wq2_rptr,
    input  [4:0] rptr,
    input                wclk,
    input                wrst_n
);
reg [4:0] wq2_rptr_r;
always@(posedge wclk) begin
    if(!wrst_n)
        {wq2_rptr_r,wq2_rptr} <= 'b0;
    else 
        {wq2_rptr,wq2_rptr_r} <= {wq2_rptr_r,rptr};       
end
endmodule
module sync_w2r (
    output reg [4:0] rq2_wptr,
    input      [4:0] wptr,
    input                    rclk,
    input                    rrst_n
);
reg [4:0] rq2_wptr_r;
always@(posedge rclk) begin
    if(!rrst_n)
        {rq2_wptr_r,rq2_wptr} <= 'b0;
    else 
        {rq2_wptr,rq2_wptr_r} <= {rq2_wptr_r,wptr};       
end
endmodule 
### /design/flow/config.mk
export PLATFORM = sky130hd
export DESIGN_NAME = asyn_fifo
export DESIGN_NICKNAME = asyn_fifo
export VERILOG_FILES = /design/flow/design.v
export SDC_FILE = /design/flow/constraint.sdc
export NUM_CORES = 4
export LEC_CHECK = 1
export CORE_UTILIZATION = 40
==> Implementation_results.wiki <==
=== Synthesis and place and route ===
{| class="wikitable"
! Metric !! Value
|-
| Number of setup violations in the final report || 0
|-
| Count of different cell masters after synthesis || 23
|-
| Post-CTS Setup Inserts || 0
|-
| Clock sink count || 166
|-
| Final-report hold violation count || 0
|-
| Count of hold buffers inserted by post-cts repair || 0
|-
| Num ports || 24
|-
| Total wirelength of the detailed-routed design || 11.0 mm
|-
| Biggest area contributors in the synthesized netlist || sky130_fd_sc_hd__edfxtp_1, sky130_fd_sc_hd__mux4_1, sky130_fd_sc_hd__dfxtp_1
|-
| Antenna violations before repair || 0
|-
| Number of enable flip-flop cells || 136
|-
| Worst IR Drop VDD || 0.224 mV
|-
| Number of slew-limit violations in the final report || 0
|-
| Average vias per placed instance || 5.02
|-
| Worst setup slack for register-to-register paths || 2550 ps
|-
| Via count of the first global-routing pass || 3154
|-
| Clock transition at the registers of the reported paths || 60 ps
|-
| Die width || 130 um
|-
| Count of routing violations after the opening detailed-route iteration || 160
|-
| Total negative slack || 0 ps
|-
| Result of the run || completed
|-
| Max-Cap Viols || 0
|-
| Vias after detailed routing || 2976
|-
| CP Data Required Time || 4320 ps
|-
| Final routed DRC violation total || 0
|-
| Pwr per Cell Area || 380 mW/mm^2
|-
| Average instance area after synthesis || 19.8 um^2
|-
| Layout cell share with drive strength beyond 1 || 0.138
|-
| Maximum number of pins on one net before global-route repair || 37
|-
| Synthesis-stage register bit count || 166
|-
| Cells resized by post-CTS repair || 0
|-
| Top cell type's share of synthesized area || 0.622
|-
| Overflow left after global routing || 0
|-
| All-Layer GR Usage || 0.155
|-
| Element type at the critical path start || flop
|-
| Site Rows || 46
|-
| Vertical extent of the die || 130 um
|-
| Count of warnings emitted by yosys || 5
|-
| Detailed-routing iteration count for the pre-antenna-repair pass || 5
|-
| Number of routed nets with antenna violations || 0
|-
| Post-detailed-route wirelength per cell || 18.6 um
|-
| Relative slew slack || 0.423
|-
| Final setup margin || 1520 ps
|-
| Half-perimeter wire length of the detailed placement result || 7.18 mm
|-
| Number of cells produced by synthesis || 332
|-
| Most frequent cells in the layout || sky130_fd_sc_hd__edfxtp_1, sky130_fd_sc_hd__dfxtp_1, sky130_fd_sc_hd__mux4_1, sky130_fd_sc_hd__and2_1, sky130_fd_sc_hd__clkdlybuf4s50_1
|-
| Number of cell instances after yosys synthesis || 332
|-
| Fill cell total of the finished layout || 1286
|-
| YS chip area || 0.00656 mm^2
|-
| Dominant flop cell || sky130_fd_sc_hd__edfxtp_1
|-
| Starting utilization of the core area || 0.412
|-
| Worst setup path category || reg -> out
|-
| Worst-case clock skew || 12.3 ps
|-
| Cell type with the largest total area || sky130_fd_sc_hd__edfxtp_1
|-
| Data arrival time of the worst path || 2800 ps
|-
| Input/output buffers || 22
|-
| Dpl ws || 1760 ps
|-
| Placeable core area || 0.0159 mm^2
|-
| Area growth from synthesis to layout || 16.6%
|-
| Synthesized area || 0.00656 mm^2
|-
| OpenROAD warning count || 32
|-
| First-pass GRT wire length || 17.4 mm
|-
| Worst Tran Pin Value || 863 ps
|-
| CTS tree || done
|-
| Crit path capture type || primary output
|-
| Total Die Area || 0.0169 mm^2
|-
| RSZ-0062 raised after global routing || no
|-
| Worst min-delay path class || reg -> reg
|-
| Crit-path max FO || 36
|-
| Share of flip-flops with an asynchronous set or reset after synthesis || 0
|-
| Final Wtd Congestion || 0.793
|-
| Sequential fraction of the synthesis area || 0.714
|-
| P_leak || 2.64 nW
|-
| Most instantiated logic cell after routing || sky130_fd_sc_hd__edfxtp_1
|-
| Final antenna diode count || 0
|}
[power breakdown]
group / switching, mW / internal [mW] / total (mW)
registers: 0.00700 / 1.41 / 1.42
clock network: 0.487 / 0.823 / 1.31
logic: 0.0855 / 0.0901 / 0.176
total: 0.580 / 2.33 / 2.91
[stage by stage]
stage	utilization	cells	area, um^2	hold slack [ps]	power (mW)
floorplan	-	332	6560	412	1.56
detailed placement	0.438	559	6990	418	1.62
finish	0.480	593	7650	416	2.91
CTS	0.480	593	7650	398	2.94
global placement	0.438	559	6990	418	1.62
global route	0.480	593	7650	418	3.00
[synth_stat cells, types with 2 or more instances]
cell	number
sky130_fd_sc_hd__a21boi_1	2
sky130_fd_sc_hd__inv_1	4
sky130_fd_sc_hd__a21oi_1	6
sky130_fd_sc_hd__clkbuf_1	9
sky130_fd_sc_hd__mux4_2	13
sky130_fd_sc_hd__mux2i_1	10
sky130_fd_sc_hd__and3_1	12
sky130_fd_sc_hd__xor2_1	10
sky130_fd_sc_hd__buf_8	2
sky130_fd_sc_hd__nand3_1	4
sky130_fd_sc_hd__and2_1	25
sky130_fd_sc_hd__xnor2_1	2
sky130_fd_sc_hd__mux4_1	27
sky130_fd_sc_hd__ha_1	12
sky130_fd_sc_hd__edfxtp_1	136
sky130_fd_sc_hd__nand2b_1	5
sky130_fd_sc_hd__dfxtp_1	30
sky130_fd_sc_hd__buf_6	2
sky130_fd_sc_hd__nand2_1	17
[registers in the layout, indices dropped and copies added (netlist names)]
register and count:
U_FIFO_MEM_0.mem 128, U_SYNC_W2R_0.rq2_wptr 5, U_GEN_RADDR_0.raddr_bin 5, U_SYNC_R2W_0.wq2_rptr_r 5, U_SYNC_W2R_0.rq2_wptr_r 5, U_GEN_WADDR_0.waddr_bin 5, U_SYNC_R2W_0.wq2_rptr 5, U_FIFO_MEM_0.rd_data 8
[path summary, 6_finish.rpt]
kind | cells past startpoint | end | start
worst max-delay path | 6 | rempty | U_GEN_RADDR_0.raddr_bin[0]$_SDFFE_PN0P_
worst min-delay path | 1 | U_SYNC_R2W_0.wq2_rptr_r[4]$_SDFF_PN0_ | U_GEN_RADDR_0.raddr_bin[4]$_SDFFE_PN0P_
worst max register to register | 6 | U_FIFO_MEM_0.mem[8][3]$_DFFE_PP_ | U_GEN_WADDR_0.waddr_bin[0]$_SDFFE_PN0P_
worst min register to register | 1 | U_SYNC_R2W_0.wq2_rptr_r[4]$_SDFF_PN0_ | U_GEN_RADDR_0.raddr_bin[4]$_SDFFE_PN0P_
max in group clk1 | 3 | U_FIFO_MEM_0.mem[8][3]$_DFFE_PP_ | winc
min in group clk0 | 1 | U_SYNC_W2R_0.rq2_wptr[1]$_SDFF_PN0_ | U_SYNC_W2R_0.rq2_wptr_r[1]$_SDFF_PN0_
[cell type report]
type	instances	area (um^2)	area share
Clock buffer	20	500	0.0654
Clock inverter	14	165	0.0216
Inverter	4	15.0	0.00196
Multi-Input combinational cell	147	1770	0.231
Sequential cell	166	4690	0.612
Tap cell	216	270	0.0353
Timing Repair Buffer	26	250	0.0327
[kinds of logic (layout without fill, tap and decap cells)]
kind of cell	Yosys count	in the layout	synth area share
fa+ha+maj	12	12	0.0229
compound gates	8	8	0.00686
mux	50	50	0.168
xor+xnor	12	12	0.0160
buf+inv	19	64	0.0168
simple gates	65	65	0.0557
flops	166	166	0.714
[metal layers]
layer | vias up | GRT usage | wire length (um)
met4 | 0 | 0.0233 | 185
li1 | 1388 | - | -
met2 | 119 | 0.223 | 5210
met5 | - | 0 | 0
met1 | 1456 | 0.218 | 4330
met3 | 13 | 0.0969 | 1280
[worst max-delay path, cell delays in order (launching register included)]
cell and delay [ps]:
sky130_fd_sc_hd__dfxtp_2 310, sky130_fd_sc_hd__buf_4 470, sky130_fd_sc_hd__ha_1 370, sky130_fd_sc_hd__xor2_1 170
sky130_fd_sc_hd__nor4_1 540, sky130_fd_sc_hd__and2_1 220, sky130_fd_sc_hd__clkdlybuf4s50_1 450
Power and IR drop assume default switching activity.
